## run.sh

```bash
#!/bin/bash
# OpenROAD 26Q1-2900-gdf79404cd8, Yosys 0.63+post, stock flow scripts
make -C /OpenROAD-flow-scripts/flow DESIGN_CONFIG=/design/flow/config.mk WORK_HOME=/design/flow/orfs finish
```

## config.mk

```make
export PLATFORM = sky130hd
export DESIGN_NAME = digit_display
export DESIGN_NICKNAME = digit_display
export VERILOG_FILES = /design/flow/design.v
export SDC_FILE = /design/flow/constraint.sdc
export NUM_CORES = 4
export LEC_CHECK = 1
export CORE_AREA = 10 10 70 70
export DIE_AREA = 0 0 80 80
```

## constraint.sdc

```tcl
current_design digit_display

set clk_period 1.3
set clk_io_pct 0.2

create_clock -name clk0 -period $clk_period [get_ports {clk_disp}]

set non_clock_inputs [all_inputs -no_clocks]
set_input_delay [expr $clk_period * $clk_io_pct] -clock clk0 $non_clock_inputs
set_output_delay [expr $clk_period * $clk_io_pct] -clock clk0 [all_outputs]
```

## design.v

```verilog
`timescale 1ns / 1ps
module digit_display(
	input [3:0] val1								,	 
	input [3:0] val2								,	 
	input [3:0] val3								,	 
	input clk_disp									,	 
	output reg [2:0] disp_en					,	 
	output reg [7:0] disp_out						 
);
	initial disp_en <= 0;
	initial disp_out <= 0;
	reg [1:0] dig_sel;
	reg [3:0] disp_val;
always @ (posedge clk_disp) begin  
	dig_sel <= dig_sel + 2'b1;
	if (dig_sel == 2'b11) begin
		dig_sel <= 2'b01;
	end
end
always begin
	case (dig_sel)  
		2'b01: begin
			disp_en[0] <= 0;
			disp_en[1] <= 1;
			disp_en[2] <= 1;
			disp_val <= val1;
		end
		2'b10: begin
			disp_en[0] <= 1;
			disp_en[1] <= 0;
			disp_en[2] <= 1;
			disp_val <= val2;
		end
		2'b11: begin
			disp_en[0] <= 1;
			disp_en[1] <= 1;
			disp_en[2] <= 0;
			disp_val <= val3;
		end
		default: begin
			disp_en[0] <= 1;
			disp_en[1] <= 1;
			disp_en[2] <= 1;
		end
	endcase
	case (disp_val)  
		4'b0000: disp_out <= 8'b00000011;  
		4'b0001:	disp_out <= 8'b10011111;  
		4'b0010:	disp_out <= 8'b00100101;  
		4'b0011: disp_out <= 8'b00001101;  
		4'b0100: disp_out <= 8'b10011001;  
		4'b0101: disp_out <= 8'b01001001;  
		4'b0110:	disp_out <= 8'b01000001;  
		4'b0111:	disp_out <= 8'b00011111;  
		4'b1000:	disp_out <= 8'b00000001;  
		4'b1001:	disp_out <= 8'b00011001;  
		default: disp_out <= 8'b11111111;  
	endcase
end
endmodule
```

==> flow_summary_export.csv <==
group,metric,value,unit
logic_synthesis,yosys-top-cells-count,"11 x nand2_1, 9 x ha_1, 6 x inv_1, 5 x a21oi_1",
setup_path,critPathArrivalTime,990,ps
hold_path,hold_path_depth,3,
logic_synthesis,synthFlopType,"dlxtn_1",
route,antennaDiodeCount,0,
place,post-place-ws,-124,ps
route,first_pass_iters,3,
setup_path,cp.required,1040,ps
global_routing,grt_util_all_layers,4.22,%
power_and_ir_drop,peakVddDrop,502,uV
route,drc,0,
die,io_pins,24,
final_timing,clock_skew,6.33,ps
clock_tree,clk_pin_slew,30,ps
final_timing,min_period,1250,ps
final_timing,fin_tns_setup,0,ps
layout,drive_gt1_share,26.8,%
final_timing,untimed_endpoints,11,
clock_tree,htreeDepth,1,
final_timing,finalSetupViolCount,0,
route,via_count,507,
clock_tree,cts_root_buffer,"clkbuf_4",
final_timing,rsz0062_at_grt,"no",
die,die_area,6400,um^2
logic_synthesis,synth-seq-cells,6,
global_routing,grt_antenna_before_repair,0,
power_and_ir_drop,leakagePower,0.372,nW
final_timing,slew_violations,0,
logic_synthesis,syn-cell-area,468,um^2
global_routing,grt-ovfl-total,0,
place,port_buffers,22,
setup_path,worstRegToRegCells,6,
route,wl_per_cell,9.58,um
logic_synthesis,top_area_cell,"ha_1",
final_timing,min_period_over_period,96.1,%
route,drt_wl_total,1370,um
global_routing,grt_pass1_vias,522,
logic_synthesis,edf_count,0,
setup_path,timing.rr.start,"dig_sel[0]$_SDFF_PN1_",
setup_path,r2r_setup_slack,60,ps
die,die_h,80,um
setup_path,cp-start-kind,"flip-flop",
layout,area_growth,83.7,%
final_timing,max_freq,0.800,GHz
logic_synthesis,top_area_share,24.1,%
setup_path,cp_max_fo,2,
final_timing,hold_violations,0,
hold_path,whs_endpoint,"dig_sel[0]$_SDFF_PN1_",
run,maxCapViolCount,0,
hold_path,min_from,"dig_sel[1]$_SDFF_PN0_",
setup_path,critPathKind,"reg2out",
final_timing,worst_slack,50.6,ps
logic_synthesis,most_common_cell,"nand2_1",
clock_tree,cts_tree,"built",
power_and_ir_drop,power_frac_clock,58.7,%
logic_synthesis,synth_cells,65,
logic_synthesis,synth.distinct_cells,20,
global_routing,grt_pass1_wl,2280,um
logic_synthesis,yosysWarningCount,1,
place,gp_congestion,0.714,
power_and_ir_drop,switching_power,0.0000416,W
power_and_ir_drop,p_int,0.000193,W
place,place.detailed.hpwl,1100,um
route,drt_iter0_drc,16,
clock_tree,cts_made_buffers,3,
power_and_ir_drop,pwr-share-seq,25.5,%
clock_tree,clock_path_buffers,2,
layout,final_util,25.2,%
clock_tree,clk_latency,230,ps
route,antenna_left,0,
setup_path,timing.rr.end,"dig_sel[1]$_SDFF_PN0_",
global_routing,grt_max_degree,13,
final_timing,unclocked_regs,4,
power_and_ir_drop,combPwrFrac,15.9,%
status,status,"complete, no violations",
logic_synthesis,ys_cells,65,
logic_synthesis,ys_async_sr_fraction,0,%
die,die_w,80,um
logic_synthesis,avgSynthCellArea,7.20,um^2
die,fp_util,13.7,%
power_and_ir_drop,swShare,17.7,%
run,warnings,33,
setup_path,end_kind,"primary output",
hold_path,min_path_type,"reg2reg",
route,viasPerCell,3.55,
die,fp.coreArea,3420,um^2
logic_synthesis,yosys_area,468,um^2
power_and_ir_drop,p_per_area,273,nW/um^2
logic_synthesis,topCellsByArea,"ha_1 24%, dlxtn_1 13%, nand2_1 8.8%, dfxtp_1 8.6%, a22oi_1 6.4%",
die,std_cell_rows,21,
timing repair:
action / 4_1_cts / 5_1_grt
setup buffers: 4 / 2
resized: 13 / 11
hold buffers: 0 / 0
pin swaps: 0 / 1
endpoints found under the setup margin: 3 / 3
final cells by class:
type                    count  area, um^2
repair buffers             32         288
multi-input cells          48         352
well taps                  46        57.6
fillers                   386        2560
clock buffers               3        22.5
flip-flops and latches      6         105
inverters                   8        35.0
cell families (layout without fill, tap and decap cells):
group | Yosys count | after routing | share of synthesized area, %
and+or+nand+nor | 22 | 22 | 22.7
other | 1 | 1 | 0.801
latches | 4 | 4 | 12.8
buffers and inverters | 11 | 43 | 11.5
AOI/OAI and AO/OA | 16 | 16 | 19.5
adders and majority gates | 9 | 9 | 24.1
DFF | 2 | 2 | 8.56
sequential cells by signal, indices dropped and copies added, names as in the netlist:
register  flops
disp_val      4
dig_sel       2
worst max path at each step:
stage	from	to	slack (ps)	cells after the start
4_1_cts	dig_sel[1]$_SDFF_PN0_	disp_en[0]	-120	5
5_1_grt	dig_sel[1]$_SDFF_PN0_	disp_en[0]	5	5
6_report	dig_sel[1]$_SDFF_PN0_	disp_en[0]	50	5
cell usage in the layout, fill, tap and decap left out:
| master | Yosys | routed |
|---|---|---|
| o21ai_0 | 2 | 2 |
| nand2b_1 | 4 | 4 |
| nand2_1 | 11 | 11 |
| buf_4 | 1 | 8 |
| o21ai_1 | 4 | 4 |
| inv_2 | 2 | 2 |
| inv_1 | 6 | 4 |
| clkbuf_4 | 0 | 3 |
| dfxtp_4 | 0 | 1 |
| dlxtn_1 | 4 | 4 |
| buf_6 | 1 | 2 |
| inv_4 | 0 | 2 |
| nor3b_2 | 1 | 1 |
| nor2b_1 | 1 | 1 |
| a22oi_1 | 4 | 4 |
| a31oi_1 | 1 | 1 |
| clkbuf_2 | 0 | 3 |
| ha_1 | 9 | 6 |
| a21oi_1 | 5 | 5 |
| dfxtp_2 | 0 | 1 |
| clkdlybuf4s50_1 | 0 | 19 |
| ha_4 | 0 | 3 |
| nor2_1 | 4 | 4 |
| or2_1 | 1 | 1 |
| conb_1 | 1 | 1 |
worst max-delay path, cell delays in order, from the launching register on:
cell      delay, ps
dfxtp_2         340
buf_6           120
inv_4            40
ha_4            140
inv_1            40
clkbuf_2         80
power groups by stage:
stage     Combinational, W  Clock, W  Sequential [W]
6_report         0.0000372  0.000138       0.0000598
5_1_grt          0.0000397  0.000154       0.0000596
4_1_cts          0.0000377  0.000145       0.0000597
stage by stage:
stage | hold slack (ps) | std cells | instance area, um^2 | power (W)
finish | 592 | 143 | 860 | 0.000235
global route | 622 | 143 | 860 | 0.000253
CTS | 576 | 141 | 833 | 0.000243
detailed placement | 420 | 134 | 752 | 0.000100
global placement | 412 | 134 | 752 | 0.0000998
floorplan | 399 | 65 | 468 | 0.0000650
routing by layer:
| layer | up-vias | routed length, um | global-route usage, % |
|---|---|---|---|
| met1 | 223 | 549 | 4.41 |
| met4 | 0 | 0 | 0.528 |
| li1 | 274 | - | - |
| met5 | - | 0 | 0 |
| met3 | 0 | 115 | 1.93 |
| met2 | 10 | 705 | 7.70 |
No activity file was given, so power comes from the tool's default toggle rates.
