File: /design/flow/config.mk
export PLATFORM = sky130hd
export DESIGN_NAME = clk_div
export DESIGN_NICKNAME = clk_div
export VERILOG_FILES = /design/flow/design.v
export SDC_FILE = /design/flow/constraint.sdc
export NUM_CORES = 4
export LEC_CHECK = 1
export CORE_UTILIZATION = 30
export SYNTH_HDL_FRONTEND = slang
File: /design/flow/constraint.sdc
current_design clk_div

set clk_period 6.5
set clk_io_pct 0.2

create_clock -name clk0 -period $clk_period [get_ports {clk_in}]

set non_clock_inputs [all_inputs -no_clocks]
set_input_delay [expr $clk_period * $clk_io_pct] -clock clk0 $non_clock_inputs
set_output_delay [expr $clk_period * $clk_io_pct] -clock clk0 [all_outputs]
File: /design/flow/design.v
`timescale 1ns / 1ps
module clk_div(
  input clk_in			,
  input rst				,  
  input [31:0] div	,  
  output reg clk_out	
);
	reg [31:0] count;
initial begin
	count = count >> 1;  
end
always @(posedge clk_in) begin
	if (rst == 1'b1) begin  
		count <= 32'b0;
		clk_out <= 1'b0;  
	end else begin
		count <= (count + 32'b1);  
		if (count == div) begin
			clk_out <= ~clk_out;  
			count <= 32'b0;
		end
	end
end
endmodule
File: /design/flow/run.sh
#!/bin/bash
# OpenROAD 26Q1-2900-gdf79404cd8, Yosys 0.63+post, stock flow scripts
make -C /OpenROAD-flow-scripts/flow DESIGN_CONFIG=/design/flow/config.mk WORK_HOME=/design/flow/orfs finish
==> metrics.txt <==
# HELP chip_impl_metric Implementation results
# TYPE chip_impl_metric gauge
chip_impl_metric{name="global_route.usage.total",unit="%"} 13.4
chip_impl_metric{name="area_growth_syn_to_layout",unit="%"} 28.3
chip_impl_metric{name="static-leakage-power",unit="nW"} 0.901
chip_impl_metric{name="grt_overflow",unit=""} 0
chip_impl_metric{name="number_of_antenna_violations_at_the_first_check_in_global_routing",unit=""} 0
chip_impl_metric{name="post-cts-setup-buffer-count",unit=""} 0
chip_impl_metric{name="top_ports",unit=""} 35
chip_impl_metric{name="total_of_max_cap_violations",unit=""} 0
chip_impl_metric{name="detailed_routing_iteration_count_for_the_pre_antenna_repair_pass",unit=""} 4
chip_impl_metric{name="worst-path-buf-inv",unit=""} 2
chip_impl_metric{name="hold-worst-slack",unit="ns"} 0.483
chip_impl_metric{name="yosys-stat-area",unit="um^2"} 1790
chip_impl_metric{name="grt_first_pass_wirelength",unit="um"} 6430
chip_impl_info{name="worstHoldPathType",value="reg -> reg"} 1
chip_impl_metric{name="worst-slew-pin-transition",unit="ns"} 0.689
chip_impl_metric{name="finalCriticalPeriod",unit="ns"} 3.43
chip_impl_metric{name="clock-sinks",unit=""} 33
chip_impl_info{name="status",value="finished clean"} 1
chip_impl_metric{name="placed_cells_incl_taps",unit=""} 301
chip_impl_metric{name="log.warning_count",unit=""} 25
chip_impl_metric{name="detailedPlace.worstSlack",unit="ns"} 2.79
chip_impl_metric{name="maximum_number_of_pins_on_one_net_before_global_route_repair",unit=""} 18
chip_impl_metric{name="synthesis.area_per_instance",unit="um^2"} 8.90
chip_impl_metric{name="timing.final.max_slew_violations",unit=""} 0
chip_impl_metric{name="gp_congestion",unit=""} 0.795
chip_impl_metric{name="synth_flops",unit=""} 33
chip_impl_metric{name="worst-endpoint-required",unit="ns"} 6.68
chip_impl_metric{name="area.sequential",unit="um^2"} 661
chip_impl_metric{name="clkSlewWorstSetupHoldPaths",unit="ns"} 0.07
chip_impl_metric{name="antenna_cells",unit=""} 0
chip_impl_metric{name="hold_viol_final",unit=""} 0
chip_impl_metric{name="detail-route-antenna-nets",unit=""} 0
chip_impl_metric{name="route.detailed.wl_per_inst",unit="um"} 12.6
chip_impl_metric{name="max_vdd_drop",unit="mV"} 0.0696
chip_impl_metric{name="place_area",unit="um^2"} 2190
chip_impl_info{name="criticalPathCategory",value="in -> reg"} 1
chip_impl_metric{name="initial_core_util",unit="%"} 31.7
chip_impl_metric{name="route.vias.total",unit=""} 1438
chip_impl_metric{name="cts_htree_levels",unit=""} 2
chip_impl_metric{name="fp-row-count",unit=""} 27
chip_impl_metric{name="totalNegativeSetupSlack",unit="ns"} 0
chip_impl_metric{name="crit_fanout",unit=""} 17
chip_impl_metric{name="chip_area",unit="um^2"} 6280
chip_impl_metric{name="fill_cells",unit=""} 558
chip_impl_metric{name="synthDistinctLibCells",unit=""} 30
chip_impl_info{name="cts_tree",value="done"} 1
chip_impl_metric{name="synth-seq-area-share",unit="%"} 36.9
chip_impl_metric{name="instances_no_fill",unit=""} 309
chip_impl_info{name="root_buffer",value="sky130_fd_sc_hd__clkbuf_8"} 1
chip_impl_metric{name="layout-drive-gt1-share",unit="%"} 6.75
chip_impl_metric{name="synth.yosys.warnings",unit=""} 0
chip_impl_metric{name="post_cts_gate_resize_count",unit=""} 0
chip_impl_metric{name="postSynth.asyncResetShare",unit="%"} 0
chip_impl_metric{name="slew_headroom",unit="%"} 54.1
chip_impl_metric{name="wirelength",unit="um"} 3880
chip_impl_info{name="timing.critical_path.max_delay_family",value="buffers and inverters"} 1
chip_impl_metric{name="finalClockPeriodUsage",unit="%"} 52.8
chip_impl_metric{name="core-area",unit="um^2"} 5640
chip_impl_metric{name="pwr_density_cell",unit="nW/um^2"} 181
chip_impl_info{name="setup.worst_path.start_class",value="input port"} 1
chip_impl_metric{name="dr.first_iter.drc_count",unit=""} 62
chip_impl_metric{name="die_y",unit="um"} 79.2
chip_impl_metric{name="cts_buffers",unit=""} 5
chip_impl_metric{name="layout.core_utilization",unit="%"} 40.7
chip_impl_metric{name="enable_flop_cells",unit=""} 0
chip_impl_info{name="grt_setup_unrepaired",value="false"} 1
chip_impl_metric{name="remaining_drc_errors",unit=""} 0
chip_impl_metric{name="worstSkewPairLatency",unit="ns"} 0.29
chip_impl_metric{name="post_syn_area",unit="um^2"} 1790
chip_impl_metric{name="max_clock_freq",unit="MHz"} 292
chip_impl_metric{name="grt_pass1_vias",unit=""} 1321
chip_impl_metric{name="cp_slowest_stage_delay",unit="ns"} 0.64
chip_impl_metric{name="dp_hpwl",unit="um"} 2880
chip_impl_info{name="timing.critical_path.cells",value="clkdlybuf4s50_1, xor2_1, nor4_1, nand4_1, o31ai_4, buf_4, nor2_1"} 1
chip_impl_metric{name="clock_tree_buffer_depth",unit=""} 2
chip_impl_metric{name="post_cts_hold_buffer_count",unit=""} 0
chip_impl_metric{name="fp.dieW",unit="um"} 79.2
chip_impl_info{name="cpMaxStageDelayCell",value="sky130_fd_sc_hd__o31ai_4"} 1
chip_impl_metric{name="worst_ep_arrival_time",unit="ns"} 3.61
chip_impl_metric{name="postLayoutSetupSlackWorst",unit="ns"} 3.07
chip_impl_metric{name="yosysCellCount",unit=""} 201
chip_impl_metric{name="io_buffer_count",unit=""} 34
chip_impl_metric{name="p_total",unit="mW"} 0.415
chip_impl_info{name="ff_type",value="sky130_fd_sc_hd__dfxtp_1"} 1
chip_impl_metric{name="vias_per_cell",unit=""} 4.65
chip_impl_metric{name="stdcell_area",unit="um^2"} 2290
chip_impl_metric{name="postSynthCellCount",unit=""} 201
chip_impl_metric{name="area.combinational",unit="um^2"} 1080
chip_impl_info{name="critPathCaptureType",value="flop"} 1
chip_impl_metric{name="final.setup_skew",unit="ns"} 0.00842
chip_impl_metric{name="setup_violations",unit=""} 0
## synthesized netlist by cell type, types with 2 or more instances
library cell	instances	area, um^2
sky130_fd_sc_hd__xnor2_1	4	35.0
sky130_fd_sc_hd__o21ai_0	3	15.0
sky130_fd_sc_hd__nand3_1	8	40.0
sky130_fd_sc_hd__or3_1	3	18.8
sky130_fd_sc_hd__nand4_1	13	81.3
sky130_fd_sc_hd__buf_2	4	20.0
sky130_fd_sc_hd__and3_1	5	31.3
sky130_fd_sc_hd__and2_1	2	12.5
sky130_fd_sc_hd__a21oi_1	4	20.0
sky130_fd_sc_hd__xor2_1	54	473
sky130_fd_sc_hd__nand2_1	10	37.5
sky130_fd_sc_hd__dfxtp_1	33	661
sky130_fd_sc_hd__inv_1	3	11.3
sky130_fd_sc_hd__nor2_1	28	105
sky130_fd_sc_hd__nor4_1	8	50.1
sky130_fd_sc_hd__o31ai_1	2	15.0
sky130_fd_sc_hd__and4_4	2	22.5
sky130_fd_sc_hd__and4_1	3	26.3
## flip-flops by register name, indices dropped and copies added (netlist names)
| signal | count |
|---|---|
| clk_out | 1 |
| count | 32 |
## routing by layer
metal	vias up	routed length (um)	track usage, %
li1	761	-	-
met1	640	1990	21.0
met2	32	1580	19.2
met3	5	264	3.73
met4	0	46	1.45
met5	-	0	0
## worst paths after layout
kind	from	end	slack, ns	cells past startpoint
setup / recovery	div[24]	count[21]	3.07	7
hold / removal	count[0]	count[0]	0.48	1
setup reg to reg	count[24]	count[21]	4.09	6
hold reg to reg	count[0]	count[0]	0.48	1
## power by group
group | switching (mW) | internal, mW | leakage, nW
Combinational | 0.0149 | 0.0248 | 0.581
Clock | 0.0746 | 0.0957 | 0.0542
Sequential | 0.00186 | 0.204 | 0.266
## placed cells by master, fill, tap and decap left out
cell type and instances:
sky130_fd_sc_hd__a21oi_1 4, sky130_fd_sc_hd__a21oi_2 1, sky130_fd_sc_hd__and2_1 2, sky130_fd_sc_hd__and3_1 5, sky130_fd_sc_hd__and4_1 3, sky130_fd_sc_hd__and4_2 1, sky130_fd_sc_hd__and4_4 2, sky130_fd_sc_hd__buf_4 1
sky130_fd_sc_hd__clkbuf_8 7, sky130_fd_sc_hd__clkdlybuf4s50_1 34, sky130_fd_sc_hd__clkinv_2 1, sky130_fd_sc_hd__dfxtp_1 33, sky130_fd_sc_hd__ha_1 1, sky130_fd_sc_hd__inv_1 3, sky130_fd_sc_hd__nand2_1 10, sky130_fd_sc_hd__nand3_1 8
sky130_fd_sc_hd__nand3_4 1, sky130_fd_sc_hd__nand4_1 13, sky130_fd_sc_hd__nor2_1 28, sky130_fd_sc_hd__nor2b_1 1, sky130_fd_sc_hd__nor3_1 1, sky130_fd_sc_hd__nor4_1 8, sky130_fd_sc_hd__o21ai_0 3, sky130_fd_sc_hd__o31ai_1 2
sky130_fd_sc_hd__o31ai_4 1, sky130_fd_sc_hd__or3_1 3, sky130_fd_sc_hd__or4_1 1, sky130_fd_sc_hd__or4_4 1, sky130_fd_sc_hd__xnor2_1 4, sky130_fd_sc_hd__xor2_1 54
## logic make-up after synthesis
family | after synthesis | share of synthesized area (%)
AND-OR/OR-AND | 11 | 3.99
adder cells (fa/ha/maj) | 1 | 0.699
buffers and inverters | 10 | 3.01
flip-flops | 33 | 36.9
AND/OR/NAND/NOR | 88 | 27.0
XOR/XNOR | 58 | 28.4
## final cells by class
class                   instances  share of cell area, %
repair buffers                 35                   15.2
inverters                       3                  0.491
flip-flops and latches         33                   28.8
multi-input cells             158                   47.2
well taps                      72                   3.93
clock inverters                 1                  0.218
clock buffers                   7                   4.20
Power is estimated from default activity; no workload was simulated.
