$ cat flow/design.v
`timescale 1ns / 1ps
module pwm_driver(
	input clk_in,
	input [7:0] duty_cycle,  
	output reg pwm_out
   );
	initial duty_cnt <= 0;
	reg [7:0] duty_cnt;  
always @ (posedge clk_in) begin
	duty_cnt <= duty_cnt + 8'b1;
	if (duty_cycle > duty_cnt) begin
		pwm_out <= 1;
	end if (duty_cycle <= duty_cnt) begin
		pwm_out <= 0;
	end
end
endmodule
$ cat flow/run.sh
#!/bin/bash
# OpenROAD 26Q1-2900-gdf79404cd8, Yosys 0.63+post, stock flow scripts
make -C /OpenROAD-flow-scripts/flow DESIGN_CONFIG=/design/flow/config.mk WORK_HOME=/design/flow/orfs finish
$ cat flow/config.mk
export PLATFORM = sky130hd
export DESIGN_NAME = pwm_driver
export DESIGN_NICKNAME = pwm_driver
export VERILOG_FILES = /design/flow/design.v
export SDC_FILE = /design/flow/constraint.sdc
export NUM_CORES = 4
export LEC_CHECK = 1
export CORE_AREA = 10 10 70 70
export DIE_AREA = 0 0 80 80
$ cat flow/constraint.sdc
current_design pwm_driver

set clk_period 1.8
set clk_io_pct 0.2

create_clock -name clk0 -period $clk_period [get_ports {clk_in}]

set non_clock_inputs [all_inputs -no_clocks]
set_input_delay [expr $clk_period * $clk_io_pct] -clock clk0 $non_clock_inputs
set_output_delay [expr $clk_period * $clk_io_pct] -clock clk0 [all_outputs]
==> flow_metrics.tcl <==
# flow metrics
set metrics [dict create \
    cts_buffers 3 \
    endpoint_kind "flip-flop" \
    post-route-min-period_ns 1.44 \
    required_ns 1.95 \
    coreArea_um2 3420 \
    grt_pass1_wl_um 1560 \
    avgSynthCellArea_um2 9.81 \
    diodes 0 \
    drive_above_1_share_pct 14.3 \
    cts_hold_buf 0 \
    largest_area_cell "dfxtp_1" \
    ys_seq_share_pct 36.7 \
    gp_congestion 0.772 \
    die.size.y_um 80 \
    ios 10 \
    drt_pre_antenna_iters 3 \
    maxCapViolCount 0 \
    yosysTopAreaCellShare_pct 36.7 \
    crit_type "input pin to flip-flop" \
    grt_start_max_net_pins 7 \
    synth_warnings 1 \
    insertion_delay_ns 0.26 \
    root_buffer "clkbuf_4" \
    top_cells_by_area "dfxtp_1 37%, ha_1 23%, xnor2_1 8.9%" \
    port-buffer-count 9 \
    cp.arrival_ns 1.59 \
    seqPwrFrac_pct 52.1 \
    ys_chip_area_um2 490 \
    antenna_found_initial 0 \
    fin_crit_sh_pct 79.9 \
    p_int_mw 0.302 \
    cts_tree "built" \
    vias 359 \
    vdd_drop_max_uv 150 \
    fin_skew_ns 0.00227 \
    synth.distinct_cells 16 \
    synth_cells 50 \
    finalMaxSlewViolations 0 \
    grt-ovfl-total 0 \
    cp-start-kind "input pin" \
    warnings 25 \
    die_x_um 80 \
    cts_setup_buffers 0 \
    setup_viol 0 \
    switching_power_mw 0.0805 \
    drc_errors 0 \
    cts_buffer_depth 2 \
    die_area_um2 6400 \
    fin_tns_setup_ns 0 \
    synthToLayoutAreaGrowth_pct 35.7 \
    p_clk_share_pct 40.1 \
    slew_headroom_pct 85.7 \
    h-tree-depth 1 \
    hold_violations 0 \
    rsz0062_at_grt "false" \
    fmax_mhz 696 \
    lay_top_cells "9 x ha_1, 9 x dfxtp_1, 9 x clkdlybuf4s50_1, 5 x inv_1, 5 x xnor2_1" \
    cts.sinks 9 \
    grt-busiest-layer "met2" \
    hp-class "flip-flop to flip-flop" \
    clkTransAtPathRegs_ns 0.06 \
    p_per_area_nw_per_um2 574 \
    drt_iter0_drc 5 \
    outcome "finished, final reports clean" \
    leakage_nw 0.257 \
    worst-path-max-fanout 2 \
    grt_pass1_vias 370 \
    tightest_slew_ns 0.212 \
    post_cts_resized 0 \
    yosysCellCount 50 \
    globalRouteMet2Util_pct 4.25 \
    drtAntennaViolNets 0 \
    grt_util_met1_pct 3.55 \
    ys.flops 9 \
    hpwl_um 758 \
    drt-vias-per-instance 3.29 \
    syn_area_um2 490 \
    wl_per_cell_um 8.26 \
    track_usage_pct 2.99 \
    whs_ns 0.454 \
    rows 21 \
    swShare_pct 21.1 \
    fp_util_pct 14.4 \
    total_power_mw 0.382 \
    grt_util_met3_pct 2.16 \
    combPwrFrac_pct 7.8 \
    drt_wl_total_um 900 \
]
==> metrics by stage <==
step	cell area [um^2]	util [%]	instances	worst slack, ns
4_1_cts	666	19.5	109	0.356
5_1_grt	666	19.5	109	0.313
3_3_place_gp	638	18.7	105	0.109
6_report	666	19.5	109	0.362
3_5_place_dp	638	18.7	105	0.0806
2_1_floorplan	490	-	50	0.534
==> registers in the layout, summed over array words and instances, names as in the netlist <==
name and count:
pwm_out 1, duty_cnt 8
==> power by group through the flow <==
stage,Combinational [mW],Clock (mW),Sequential (mW)
4_1_cts,0.0304,0.160,0.199
5_1_grt,0.0332,0.170,0.199
6_report,0.0299,0.153,0.199
==> Yosys cell counts (all sizes together) <==
cell	number
a21oi	4
dfxtp	9
nor4	1
ha	9
xor2	1
nand2	2
o21ai	1
xnor2	5
nand3	2
o22a	1
nor2b	1
nand4	3
o211ai	1
inv	9
and3	1
==> cell type report <==
type / instances / area (um^2)
multi-input cells: 32 / 277
fillers: 379 / 2750
well taps: 46 / 57.6
repair buffers: 9 / 90.1
clock inverters: 1 / 5.00
clock buffers: 3 / 22.5
flip-flops and latches: 9 / 180
inverters: 9 / 33.8
==> final timing paths <==
| path | from | to | slack (ns) | depth (start not counted) |
|---|---|---|---|---|
| setup / recovery | duty_cycle[1] | pwm_out$_SDFFE_PP0N_ | 0.36 | 6 |
| hold / removal | duty_cnt[7]$_DFF_P_ | duty_cnt[7]$_DFF_P_ | 0.45 | 1 |
| hold reg to reg | duty_cnt[7]$_DFF_P_ | duty_cnt[7]$_DFF_P_ | 0.45 | 1 |
| setup reg to reg | duty_cnt[1]$_DFF_P_ | pwm_out$_SDFFE_PP0N_ | 0.45 | 6 |
==> worst max-delay path: stages <==
cell and delay, ns:
clkdlybuf4s50_1 0.40, ha_1 0.31, nor2b_1 0.13, o211ai_1 0.15, a21oi_1 0.08, o22a_1 0.16
==> per-layer routing <==
layer | vias up | part of all wire [%]
met1 | 149 | 51
met3 | 2 | 10
li1 | 199 | -
met4 | 0 | 1.2
met2 | 9 | 37
met5 | - | 0
==> cells by family (layout without fill, tap and decap cells) <==
group                    after synthesis  count (layout)  synth area share, %
AND/OR/NAND/NOR                       10              10                 14.3
adder cells (fa/ha/maj)                9               9                 23.0
flip-flops                             9               9                 36.7
buffers and inverters                  9              22                 6.89
AND-OR/OR-AND                          7               7                 8.42
XOR/XNOR                               6               6                 10.7
No activity file was given, so power comes from the tool's default toggle rates.
